==> flow/design.v <==
`default_nettype none
module panel_cube (
  input            clk,
  input            valid,
  input            tick,
  input      [9:0] x, y,
  input            ack,
  output reg       validOut,
  output           ready,
  output reg [7:0] red, blue, green,
  output reg [7:0] alpha
);
  reg [9:0] offset = 0;
  wire [9:0] x_pos, y_pos;
  assign x_pos = x + offset;
  assign y_pos = y;
  wire [2:0] x_pos_off;
  assign x_pos_off = x_pos[2:0] - 3'd2;
  assign ready = 1;
  always @(posedge clk) begin
    if (ack)
      validOut <= 0;
    if (valid) begin
      if (tick) begin
        offset <= offset + 1;
      end else begin
        validOut <= 1;
        if (x_pos[2:0] > 1 && x_pos[2:0] < 6
            && y_pos[2:0] > 1 && y_pos[2:0] < 6) begin
          red <= 0;
          green <= 0;
          blue <= 8'h3F;
          alpha <= {x_pos_off[1:0], 6'h3F};
        end else begin
          red <= 0;
          green <= 0;
          blue <= 0;
          alpha <= 0;
        end
      end
    end
  end
endmodule  
==> flow/run.sh <==
#!/bin/bash
# OpenROAD 26Q1-2900-gdf79404cd8, Yosys 0.63+post, stock flow scripts
make -C /OpenROAD-flow-scripts/flow DESIGN_CONFIG=/design/flow/config.mk WORK_HOME=/design/flow/orfs finish
==> flow/config.mk <==
export PLATFORM = sky130hd
export DESIGN_NAME = panel_cube
export DESIGN_NICKNAME = panel_cube
export VERILOG_FILES = /design/flow/design.v
export SDC_FILE = /design/flow/constraint.sdc
export NUM_CORES = 4
export LEC_CHECK = 1
export CORE_AREA = 10 10 70 70
export DIE_AREA = 0 0 80 80
==> flow/constraint.sdc <==
current_design panel_cube

set clk_period 2.7
set clk_io_pct 0.2

create_clock -name clk0 -period $clk_period [get_ports {clk}]

set non_clock_inputs [all_inputs -no_clocks]
set_input_delay [expr $clk_period * $clk_io_pct] -clock clk0 $non_clock_inputs
set_output_delay [expr $clk_period * $clk_io_pct] -clock clk0 [all_outputs]
==> results_tabular.tex <==
% Generated from flow reports
\begin{tabular}{lr}
\hline
Metric & Value \\
\hline
\multicolumn{2}{l}{\textbf{Clock network}} \\
\quad Clk pin slew, worst setup/hold paths & 50 ps \\
\quad Number of gates resized after cts & 0 \\
\quad Total number of clock tree sinks & 7 \\
\quad Buffers inserted during post-CTS setup optimization & 0 \\
\quad Root buffer selected by CTS & sky130\_fd\_sc\_hd\_\_clkbuf\_4 \\
\quad Maximum count of clock buffers along a single path & 2 \\
\quad Clock latency reported for the late side of the worst-skew pair & 250 ps \\
\quad TritonCTS clock tree & yes \\
\quad Htree depth & 1 \\
\quad Count of hold-fix buffers inserted at cts & 0 \\
\quad Number of clock buffers inserted by TritonCTS & 3 \\
\multicolumn{2}{l}{\textbf{Place}} \\
\quad RePlAce Congestion & 0.649 \\
\quad Placement Setup Slack & 360 ps \\
\quad \# port buffers & 23 \\
\quad Post-detailed-placement half-perimeter wirelength & 990 um \\
\quad Cell count after placement & 115 \\
\multicolumn{2}{l}{\textbf{Routing}} \\
\quad Number of vias per cell & 2.75 \\
\quad Initial DRC count & 3 \\
\quad Antenna viol nets, final & 0 \\
\quad Detailed Route WL & 1.11 mm \\
\quad Met3 wire length & 226 um \\
\quad Routed len/inst & 9.35 um \\
\quad Highest metal layer used by the detailed router & met3 \\
\quad Met2 wire len & 465 um \\
\quad Via total after detailed routing & 327 \\
\quad ANT cells & 0 \\
\quad DR pass1 iterations & 2 \\
\quad Residual DRC count & 0 \\
\quad Met1 wire length & 421 um \\
\multicolumn{2}{l}{\textbf{Die}} \\
\quad Total number of placement rows & 21 \\
\quad Total Die Area & 6400 um2 \\
\quad Core Box Area & 3420 um2 \\
\quad Horiz. Die Dim & 80 um \\
\quad \# IOs & 58 \\
\quad Fp util & 17.2\% \\
\quad Die span in y & 80 um \\
\multicolumn{2}{l}{\textbf{Hold path}} \\
\quad Hold-critical path depth & 1 \\
\quad Worst hold path startpoint & validOut \\
\quad Worst hold-check path type & reg -> reg \\
\quad Worst Hold Endpoint & validOut \\
\multicolumn{2}{l}{\textbf{STA}} \\
\quad Clock Skew & 1.97 ps \\
\quad Post-layout period usage & 76.7\% \\
\quad RSZ-0062 raised after global routing & false \\
\quad Final hold violation count & 0 \\
\quad Max frequency & 483 MHz \\
\quad Final Critical Period & 2070 ps \\
\quad Final-report setup violation count & 0 \\
\quad Worst setup slack after layout & 629 ps \\
\quad Max-slew violation count & 0 \\
\quad TNS Setup & 0 ps \\
\multicolumn{2}{l}{\textbf{Pwr}} \\
\quad Post-layout total power & 296 uW \\
\quad Maximum resistive drop on vdd & 0.000290 V \\
\quad Static Leak & 0.000337 uW \\
\quad Power per standard cell area & 400 nW/um2 \\
\multicolumn{2}{l}{\textbf{Cells and area}} \\
\quad Finished Core Util & 21.7\% \\
\quad Share of layout cells above drive strength 1 & 5.48\% \\
\quad Most used logic cell in the final layout & sky130\_fd\_sc\_hd\_\_clkdlybuf4s50\_1 \\
\quad Number of non-filler instances in the completed layout & 119 \\
\quad Top logic cells by instance count in the layout & sky130\_fd\_sc\_hd\_\_clkdlybuf4s50\_1 (23), sky130\_fd\_sc\_hd\_\_conb\_1 (19), sky130\_fd\_sc\_hd\_\_inv\_1 (6), sky130\_fd\_sc\_hd\_\_edfxtp\_1 (6) \\
\quad Layout-stage area growth over the synthesis result & 26.0\% \\
\multicolumn{2}{l}{\textbf{Critical path}} \\
\quad Reg-to-reg critical path endpoint & alpha[6] \\
\quad Critical path type & in -> reg \\
\quad Register-to-Register Path Depth & 6 \\
\quad FF-to-FF setup slack & 1000 ps \\
\quad Beginning of the worst register-to-register path & offset[0] \\
\quad Element type at the critical path end & flip-flop \\
\quad Worst Setup Start Kind & input pin \\
\quad Critical-path maximum fanout & 2 \\
\quad Required time at the endpoint of the critical path & 2700 ps \\
\quad Data arrival time at the worst-slack endpoint & 2070 ps \\
\multicolumn{2}{l}{\textbf{GRT}} \\
\quad Initial antenna violation count & 0 \\
\quad Total global routing track utilization & 3.16\% \\
\quad Congestion Overflow GR & 0 \\
\quad Wire length of the first global-routing pass & 1.63 mm \\
\quad Number of global-route vias before repair & 356 \\
\quad Pin count of the biggest net entering global routing & 13 \\
\multicolumn{2}{l}{\textbf{Yosys}} \\
\quad FF+latch count, synth & 7 \\
\quad Number of instances in the synthesized netlist & 59 \\
\quad Number of warnings issued by yosys & 1 \\
\quad Post-synth cell types & 15 \\
\quad Post-Syn Area per Cell & 9.97 um2 \\
\quad Yosys Chip Area & 588 um2 \\
\quad Sequential share of the synthesized area & 34.0\% \\
\quad Total standard cell area after synthesis & 588 um2 \\
\quad \# Cells Yosys & 59 \\
\multicolumn{2}{l}{\textbf{Run}} \\
\quad Tool Warnings & 40 \\
\quad Number of max-cap violations & 0 \\
\multicolumn{2}{l}{\textbf{Outcome}} \\
\quad Status & completed \\
\hline
\end{tabular}
[Yosys cell counts]
cell type                  instances  area [um2]
sky130_fd_sc_hd__and2_1            1        6.26
sky130_fd_sc_hd__edfxtp_1          6         180
sky130_fd_sc_hd__inv_1             6        22.5
sky130_fd_sc_hd__a21o_1            1        7.51
sky130_fd_sc_hd__conb_1            2        7.51
sky130_fd_sc_hd__xor2_1            3        26.3
sky130_fd_sc_hd__and3_2            1        7.51
sky130_fd_sc_hd__xnor3_1           1        22.5
sky130_fd_sc_hd__buf_4            30         225
sky130_fd_sc_hd__nor2b_1           1        6.26
sky130_fd_sc_hd__nand2_1           1        3.75
sky130_fd_sc_hd__dfxtp_1           1        20.0
sky130_fd_sc_hd__ha_1              2        25.0
sky130_fd_sc_hd__fa_1              1        20.0
sky130_fd_sc_hd__nor2_1            2        7.51
[per-stage QoR]
step	hold slack, ps	cell area, um2
after floorplan	403	652
after global placement	438	714
after detailed placement	446	714
after CTS	453	741
after global routing	478	741
final	446	741
[flip-flops by register name, indices dropped and copies added (netlist names)]
register	flops
offset	3
blue	1
validOut	1
alpha	2
[cell families (layout without fill, tap and decap cells)]
family / count (synthesis) / count (layout) / share of synthesized area (%)
buffers and inverters: 36 / 33 / 42.1
flip-flops: 7 / 7 / 34.0
AND/OR/NAND/NOR: 6 / 6 / 5.32
XOR/XNOR: 4 / 4 / 8.30
adder cells (fa/ha/maj): 3 / 3 / 7.66
other: 2 / 19 / 1.28
AND-OR/OR-AND: 1 / 1 / 1.28
[routing by layer]
| layer | vias to the layer above | global-route usage [%] |
|---|---|---|
| met5 | - | 0 |
| met4 | 0 | 0.352 |
| met3 | 0 | 2.61 |
| met2 | 30 | 4.74 |
| met1 | 139 | 3.51 |
| li1 | 158 | - |
[worst max-delay path: stages]
cell and delay (ps):
sky130_fd_sc_hd__clkdlybuf4s50_1 470, sky130_fd_sc_hd__ha_1 130, sky130_fd_sc_hd__inv_1 40, sky130_fd_sc_hd__fa_1 370
sky130_fd_sc_hd__xnor3_1 250, sky130_fd_sc_hd__xor2_1 190, sky130_fd_sc_hd__nor2_1 70
[where the power goes]
part / switching [uW] / internal, uW / leakage, uW / total, uW
clock network: 37.9 / 56.4 / 0.0000150 / 94.3
registers: 5.48 / 127 / 0.0000661 / 132
logic: 20.0 / 50.0 / 0.000256 / 70.0
total: 63.4 / 233 / 0.000337 / 296
[worst max-delay path by stage]
| stage | from | end | slack [ps] | cells past startpoint |
|---|---|---|---|---|
| CTS | x[0] | alpha[6] | 630 | 7 |
| global route | x[0] | alpha[6] | 520 | 7 |
| finish | x[0] | alpha[6] | 630 | 7 |
[cell type report]
| class | instances | area (um2) |
|---|---|---|
| inverters | 6 | 22.5 |
| well taps | 46 | 57.6 |
| flip-flops and latches | 7 | 200 |
| multi-input cells | 33 | 204 |
| repair buffers | 23 | 230 |
| clock buffers | 4 | 26.3 |
| fillers | 379 | 2680 |
Power figures rest on the tool's default switching activity, not on a simulated workload.
