==> /design/flow/design.v <==
`default_nettype none
module alpha_blend (
  input  clk,
  input     [23:0] colorTop, colorBot,
  input     [7:0]  alphaTop,
  input            valid,
  input            ack,
  output reg       validOut,
  output           ready,
  output reg [23:0] colorOut
);
  localparam STATE_WAIT = 2'b00;
  localparam STATE_MULT = 2'b01;
  localparam STATE_ADD = 2'b10;
  reg [1:0] state=STATE_WAIT, nextState;
  wire [15:0] redSum, greenSum, blueSum;
  assign ready = (state == STATE_WAIT);
  assign redSum = (redTop + redBot + 15'h00FF);
  assign greenSum = (greenTop + greenBot + 15'h00FF);
  assign blueSum = (blueTop + blueBot + 15'h00FF);
  always @(*) begin
    case (state)
    STATE_WAIT: begin
      nextState = (valid ? STATE_MULT : STATE_WAIT);
    end
    STATE_MULT: nextState = STATE_ADD;
    STATE_ADD: nextState = STATE_WAIT;
    default: nextState = STATE_WAIT;
    endcase
  end
  reg [15:0] redTop, greenTop, blueTop, 
             redBot, greenBot, blueBot,
             redMult, greenMult, blueMult;
  reg [7:0] alpha;
  always @(posedge clk) begin
    state <= nextState;
    if (ack)
      validOut <= 0;
    case (state)
    STATE_WAIT: begin
      case (nextState)
      STATE_MULT: begin
        redTop <= {8'b0, colorTop[23:16]};
        greenTop <= {8'b0, colorTop[15:8]};
        blueTop <= {8'b0, colorTop[7:0]};
        redBot <= {8'b0, colorBot[23:16]};
        greenBot <= {8'b0, colorBot[15:8]};
        blueBot <= {8'b0, colorBot[7:0]};
        alpha <= alphaTop;
      end
      default: begin end
      endcase
    end
    STATE_MULT: begin
      redTop <= redTop * alpha;
      greenTop <= greenTop * alpha;
      blueTop <= blueTop * alpha;
      redBot <= redBot * (16'hFF - {8'h00, alpha});
      greenBot <= greenBot * (16'hFF - {8'h00, alpha});
      blueBot <= blueBot * (16'hFF - {8'h00, alpha});
    end
    STATE_ADD: begin
      colorOut[23:16] <= redSum[15:8];
      colorOut[15:8] <= greenSum[15:8];
      colorOut[7:0] <= blueSum[15:8];
      validOut <= 1;
    end
    default: begin end
    endcase
  end
endmodule  
==> /design/flow/run.sh <==
#!/bin/bash
# OpenROAD 26Q1-2900-gdf79404cd8, Yosys 0.63+post, stock flow scripts
make -C /OpenROAD-flow-scripts/flow DESIGN_CONFIG=/design/flow/config.mk WORK_HOME=/design/flow/orfs finish
==> /design/flow/config.mk <==
export PLATFORM = sky130hd
export DESIGN_NAME = alpha_blend
export DESIGN_NICKNAME = alpha_blend
export VERILOG_FILES = /design/flow/design.v
export SDC_FILE = /design/flow/constraint.sdc
export NUM_CORES = 4
export LEC_CHECK = 1
export CORE_UTILIZATION = 40
==> /design/flow/constraint.sdc <==
current_design alpha_blend

set clk_period 9.8
set clk_io_pct 0.2

create_clock -name clk0 -period $clk_period [get_ports {clk}]

set non_clock_inputs [all_inputs -no_clocks]
set_input_delay [expr $clk_period * $clk_io_pct] -clock clk0 $non_clock_inputs
set_output_delay [expr $clk_period * $clk_io_pct] -clock clk0 [all_outputs]
==> notes.md <==
Physical implementation

The number of placed I/O pins is 85. In this run the biggest area consumer among cell types represents 30.16% of the synthesized area. The number of buffers inserted to repair setup after CTS is 0. The count of input and output buffers is 84. Per the detailed-route log, wirelength across all metal layers totals 53300 um. Post-synthesis, Yosys gives the total cell area as 23900 um2. The instance count of the mapped netlist is 2618. The setup path with the least slack is of type flip-flop to flip-flop.

The number of hold buffers added after CTS was 0. Counting tap cells, the placed design contains a total of 3418 instances. The clock passes through at most 2 buffers. The final RePlAce weighted congestion is 0.8995. Once layout is done, the placed cells without fillers occupy 26150 um2. The initial antenna violation count is 0.

The post-synthesis share of cell area spent on and, or, nand and nor gates is 19.34%. The floorplan step records an initial core utilization of 40.49%. The clock-pin slew reported for the worst setup and hold paths after clock tree synthesis is 0.06 ns.

The placement stage leaves a total instance area of 25590 um2. The core box area is 59020 um2. The total standard cell area after synthesis is 23900 um2. TritonCTS built the clock tree. The worst-path maximum fanout is 59.

Post-route period utilization is reported as 55.06%. The insertion delay of the later-clocked pin in the worst-skew pair is 0.49 ns. Summing the areas of all fa, ha and maj instances in the mapped netlist gives 43.04% of the synthesized area. Per the timing report, the achievable frequency comes out to 0.1853 GHz. A synthesized cell averages 9.128 um2. The wire length of the first global-routing pass is 89590 um. The cell with the most instances after synthesis is inv_1. After synthesis, the most frequently instantiated cells are 557 x inv_1, 360 x fa_1, 246 x ha_1, 214 x and2_1, 198 x nand2_1. The final cell utilization of the core is 44.31%. Counting flops with an async set or reset pin after synthesis yields a share of 0%. The number of buffers inserted during clock tree synthesis is 17. The flow ran to the end, and the final reports show no timing, DRC or antenna violations. The count of instantiated cells in the yosys netlist is 2618.

The root buffer cell chosen for the clock tree is clkbuf_16. The compound-gate portion of the synthesized area is 5.477%. Of the cells placed in the final design, the portion with a size suffix greater than 1 is 3.064%. The level count of the clock H-tree is 4.

The height of the die is 246.4 um. The total number of vias is 16550. Across all checked pins, the minimum headroom to the slew limit is 52.32%. Setup repair after global routing left no endpoint under its margin. The cell type with the highest aggregate area in the netlist is fa_1.

The most used flip-flop cell after synthesis is edfxtp_1. The required time of the worst setup path is 10.02 ns. The relative area change from synthesis to final layout is 9.435%. The unique cell type count in the Yosys netlist is 56. The die width is 246.4 um. Warnings raised by the tools during the run amount to 25. In this run, synthesis inferred 128 flip-flops with an integrated enable. In this run, the synthesized area fraction spent on xor and xnor cells is recorded as 5.791%. The synthesis report lists the most area-consuming cells as fa_1 30%, edfxtp_1 16%, ha_1 13%, inv_1 8.7%, and2_1 5.6%. The total of cells resized after clock tree synthesis is 0. The site row count is 89. The detail route stage leaves a number of antenna-violating nets equal to 0. Setup violations remaining at the end of the flow were counted as 0. The synthesis stat section lists a flop and latch total of 131. Per Yosys stat, the portion of area used by sequential elements is 16.34%. After global routing the overflow that remains totals 0. The count of clock tree sinks is 131. The count of cells in the finished layout, fillers not included, comes to 3449. The type of origin of the critical path is a flip-flop. The average via count per standard cell is 4.799. The type of the worst min-delay path is flip-flop to flip-flop.

For this sky-water flow run, the detailed-routed wirelength per cell is reported as 15.45 um. The sum of negative setup slack is 0 ns. The synthesis report lists the Yosys warning total as 1. The arrival time of data at the critical path endpoint is 5.62 ns. The chip occupies 60720 um2. The number of global-route vias before repair is 17540. The global routing report lists combined usage of all routing layers as 19.88%. Between clock sinks in the finished design, the worst skew comes to 0.01043 ns. In the final report, the number of pins over their slew limit comes to 0.

The endpoint kind of the worst setup timing path is a flip-flop. Once detailed placement completed, the half-perimeter wirelength came to 40670 um. The transition time of the tightest slew-check pin is 0.7153 ns.

The script parses the final routing iteration and logs DRC violations as 0. The main combinational cell family by area after synthesis is adder cells. Of the post-synthesis cell area, the part taken by muxes is 0%. The shortest clock period the worst path allows after layout is 5.396 ns.

The final tally of hold violations is 0. Entering global routing, the biggest net connects 67 pins. The repair_antennas step left the layout with diodes totalling 0. The count of maximum capacitance violations is 0. The first detailed-routing pass ran for 4 iterations. Detailed-route iteration 0 reported a violation count of 542.
sequential cells by signal, summed over array words and instances (netlist names):
signal	flops
redTop	16
state	2
colorOut	24
blueTop	16
blueBot	16
greenTop	16
alpha	8
validOut	1
greenBot	16
redBot	16
per-stage QoR:
| stage | hold slack, ns | setup WS [ns] |
|---|---|---|
| floorplan | 0.4035 | 4.901 |
| global placement | 0.4373 | 4.392 |
| detailed placement | 0.4458 | 4.414 |
| CTS | 0.4595 | 4.400 |
| global route | 0.4766 | 4.033 |
| finish | 0.4542 | 4.404 |
area by class of cell:
class | count | area, um2
repair buffers | 106 | 1006
multi-input cells | 1850 | 17620
clock buffers | 17 | 425.4
clock inverters | 14 | 138.9
well taps | 773 | 967.2
inverters | 558 | 2095
fillers | 5465 | 32870
flip-flops and latches | 131 | 3904
final timing paths:
path                            startpoint          end  slack [ns]  depth (start not counted)
worst min register to register    validOut     validOut        0.45                          1
worst min-delay path              validOut     validOut        0.45                          1
worst max register to register    alpha[1]  blueBot[15]        4.40                         18
worst max-delay path              alpha[1]  blueBot[15]        4.40                         18
cell families (layout without fill, tap and decap cells):
group | count (synthesis) | after routing
and+or+nand+nor | 899 | 899
buffers and inverters | 637 | 695
xor gates and xnor gates | 158 | 158
adders and majority gates | 606 | 606
AOI/OAI and AO/OA | 187 | 187
DFF | 131 | 131
layer usage:
metal / track usage (%) / vias up / part of all wire, %
met4: 2.687 / 0 / 1.7
met3: 9.040 / 51 / 9.5
met2: 31.56 / 450 / 47
li1: - / 8059 / -
met5: 0 / - / 0
met1: 26.38 / 7991 / 42
critical path, stage by stage, from the launching register on:
cell	delay (ns)
edfxtp_1	0.33
buf_4	0.32
buf_4	0.63
nand2b_1	0.21
fa_1	0.42
inv_1	0.08
fa_1	0.44
fa_1	0.54
inv_1	0.05
fa_1	0.48
inv_1	0.04
ha_1	0.30
o21ai_0	0.24
nand2b_1	0.10
and3_1	0.18
a2111oi_2	0.41
a21oi_1	0.14
xnor2_1	0.15
nor2_1	0.05
cell usage in the layout, fill, tap and decap left out, types with 83 or more instances in the layout:
master / n
nor2_1: 193
xnor2_1: 95
clkdlybuf4s50_1: 84
nand2_1: 198
edfxtp_1: 128
fa_1: 360
ha_1: 246
and2_1: 214
nor2b_1: 83
nand2b_1: 135
inv_1: 557
