==> ./design.v <==
module coord (
  input  [9:0] index,
  output [9:0] x,
  output [9:0] y);
  assign x = {3'h0, index[9:3]};
  assign y = {7'h00, (index[3] ? ~index[2:0] : index[2:0])};
endmodule  
`default_nettype none
module panel_pulse (
  input            clk,
  input            valid,
  input            tick,
  input      [9:0] x, y,
  input            ack,
  output reg       validOut,
  output           ready,
  output reg [7:0] red, green, blue,
  output reg [7:0] alpha
);
  reg [7:0] offset = 0;
  assign ready = 1;
  always @(posedge clk) begin
    if (ack)
      validOut <= 0;
    if (valid) begin
      if (tick) begin
        offset <= offset + 1;
      end else begin
        validOut <= 1;
        red <= 8'h00;
        if (x[3:0] == offset[5:2]) begin
          blue <= 8'h10;
        end else begin
          blue <= 8'h00;
        end
        green <= 8'h00;
        alpha <= 8'hFF;
      end
    end
  end
endmodule  
`default_nettype none
module pixel_driver 
  #(parameter CLK_HZ=16000000,
    parameter HZ=80,
    parameter LED=256,
    parameter TCK_ZR_HI=6,
    parameter TCK_ON_HI=11,
    parameter TCK_COLOR=18,
    parameter CNT_COLOR=24,
    parameter RESET_VERIFY=800) (
  input        clk,
  input  [7:0] red, green, blue,
  input        reset,
  input        valid,
  output       ready,
  output       clk_out
);
  localparam TCK_RESET = (CLK_HZ / HZ) - (LED * TCK_COLOR * CNT_COLOR);
  localparam TIMING_FAILURE = (RESET_VERIFY <= TCK_RESET);
  localparam CNT_BITS = $clog2(CNT_COLOR);
  localparam TCK_BITS = 32;
  reg [22:0] stored;
  reg [CNT_BITS-1:0] count = 0;
  reg [TCK_BITS-1:0] tick = 0;
  reg [TCK_BITS-1:0] tick_on = 0;
  localparam STATE_WAIT=0, STATE_RESET=1, STATE_COLOR=2;
  reg  [1:0] state=STATE_WAIT, nextState;
  assign ready = (state == STATE_WAIT);
  assign clk_out = ~(tick_on == 0);
  always @(*) begin
    case (state)
      STATE_WAIT: begin  
        if (valid && reset)
          nextState = STATE_RESET;
        else if (valid)
          nextState = STATE_COLOR;
        else
          nextState = STATE_WAIT;
      end
      STATE_RESET,STATE_COLOR: begin
        if (count == 0 && tick == 1)
          nextState = STATE_WAIT;
        else
          nextState = state;
      end
      default: nextState = STATE_WAIT;
    endcase
  end
  always @(posedge clk) begin
    state <= nextState;
    case (state)
    STATE_WAIT: begin
      case (nextState)
      STATE_COLOR: begin
        stored <= {green[6:0], red, blue};  
        count <= CNT_COLOR-1;
        tick <= TCK_COLOR-1;
        tick_on <= (green[7] ? TCK_ON_HI : TCK_ZR_HI); 
      end
      STATE_RESET: begin
        count <= 0;
        tick <= TCK_RESET-1;
        tick_on <= 0;
      end
      default: begin
        count <= 0;
        tick <= 0;
        tick_on <= 0;
      end
      endcase
    end
    STATE_RESET: begin
      case (nextState)
      STATE_RESET: begin
        if (tick == 0) begin
          count <= count-1;
          tick <= TCK_COLOR-1;
        end else begin
          tick <= tick-1;
        end
      end
      STATE_WAIT: begin
        count <= 0;
        tick <= 0;
      end
      default: begin end
      endcase
    end
    STATE_COLOR: begin
      case (nextState)
      STATE_COLOR: begin
        if (tick == 0) begin
          stored <= {stored[21:0], 1'b0};
          count <= count-1;
          tick <= TCK_COLOR-1;
          tick_on <= (stored[22] ? TCK_ON_HI : TCK_ZR_HI);
        end else begin
          tick <= tick-1;
          if (tick_on > 0)
            tick_on <= tick_on-1;
        end
      end
      STATE_WAIT: begin
        count <= 0;
        tick <= 0;
        tick_on <= 0;
      end
      default: begin end
      endcase
    end
    default: begin end
    endcase
  end
endmodule  
`default_nettype none
module top (
  input CLK,
  output PIN_1,
  output USBPU
);
  localparam PX_COUNT = 298;
  assign USBPU = 1'b0;
  reg [9:0] cd_index;
  wire [9:0] cd_x, cd_y;
  coord cd(
    .index(cd_index),
    .x(cd_x),
    .y(cd_y)
  );  
  reg pixel_valid, pixel_tick;
  reg [9:0] pixel_x, pixel_y;
  reg pixel_ack;
  wire pixel_validOut, pixel_ready;
  wire [7:0] pixel_red, pixel_green, pixel_blue, pixel_alpha;
  panel_pulse pixel(
    .clk(CLK),
    .valid(pixel_valid),
    .tick(pixel_tick),
    .x(pixel_x),
    .y(pixel_y),
    .ack(pixel_ack),
    .validOut(pixel_validOut),
    .ready(pixel_ready),
    .red(pixel_red),
    .green(pixel_green),
    .blue(pixel_blue),
    .alpha(pixel_alpha)
  );
  reg [7:0] px_red, px_green, px_blue;
  reg px_reset, px_valid;
  wire px_ready;
  pixel_driver
    #(.CLK_HZ(16000000),
      .HZ(80),
      .LED(PX_COUNT))
    px(
    .clk(CLK),
    .red(px_red),
    .green(px_green),
    .blue(px_blue),
    .reset(px_reset),
    .valid(px_valid),
    .ready(px_ready),
    .clk_out(PIN_1)
  );
  reg [9:0] index = 0;
  reg renderValid, renderTick, renderReady;
  reg outValid, outReset, outReady;
  reg [9:0] x, y;
  always @(*) begin
    cd_index = index;
    x = cd_x;
    y = cd_y;
    pixel_valid = renderValid;
    pixel_tick = renderTick;
    pixel_x = index;
    pixel_y = 0;
    pixel_ack = renderValid;
    px_red = pixel_red;
    px_green = pixel_green;
    px_blue = pixel_blue;
    outReset = (index == PX_COUNT);
    outReady = px_ready;
    outValid = outReady;
    px_reset = outReset;
    px_valid = outValid;
  end
  always @(posedge CLK) begin
    renderValid <= 0;
    renderTick <= 0;
    if (outReady) begin
      renderValid <= 1;
      if (outReset) begin
        index <= 0;
      end else begin
        index <= index + 1;
        if (index == PX_COUNT - 1)
          renderTick <= 1;
      end
    end
  end
endmodule  
==> ./run.sh <==
#!/bin/bash
# OpenROAD 26Q1-2900-gdf79404cd8, Yosys 0.63+post, stock flow scripts
make -C /OpenROAD-flow-scripts/flow DESIGN_CONFIG=/design/flow/config.mk WORK_HOME=/design/flow/orfs finish
==> ./config.mk <==
export PLATFORM = sky130hd
export DESIGN_NAME = top
export DESIGN_NICKNAME = top
export VERILOG_FILES = /design/flow/design.v
export SDC_FILE = /design/flow/constraint.sdc
export NUM_CORES = 4
export LEC_CHECK = 1
export CORE_UTILIZATION = 50
==> ./constraint.sdc <==
current_design top

set clk_period 7.1
set clk_io_pct 0.2

create_clock -name clk0 -period $clk_period [get_ports {CLK}]

set non_clock_inputs [all_inputs -no_clocks]
set_input_delay [expr $clk_period * $clk_io_pct] -clock clk0 $non_clock_inputs
set_output_delay [expr $clk_period * $clk_io_pct] -clock clk0 [all_outputs]
==> impl_metrics.toml <==
# implementation run metrics
[timing]
setup_viol = 0
finalClockPeriodUsage = 0.613
slew_headroom = 0.533
fin_worst_skew_ns = 0.00927
drv_slew = 0
timing.hold.ws_ns = 0.527
min_period_ns = 4.35
hold_violations = 0
rsz0062_at_grt = "no"
worst_pin_slew_ns = 0.698
fmax_mhz = 230
finalSetupTns_ns = 0

[clock_network]
clock_latency_ns = 0.35
cts.reportedPaths.clkPinSlew_ns = 0.07
post_cts_resized = 0
cts_root_buf = "clkbuf_16"
cts_inserted_buffers = 9
cts_hold_buf = 0
htreeDepth = 3
cts_sinks = 109
post_cts_buffers = 0
cts_tree = "built"
clock_path_buffers = 2

[status]
status = "finished, final reports clean"

[global_routing]
grt_pass1_vias = 3486
grt_pass1_wl_um = 16300
grt-ovfl-total = 0
grt_antenna_before_repair = 0
grt_max_degree = 33
grtUsageTotal = 0.187

[hold_path]
hp-class = "reg2reg"

[final_layout]
drive_above_1_share = 0.0756
combGateArea_sq_um = 2410
layout_top_cell = "edfxtp_1"
final_cells = 656
flop_area_sq_um = 3230
final_area_sq_um = 6250
syn_to_final_growth_pct = 8.09
n_fill_cell = 891
lay_top_cells = "edfxtp_1 (105), nor2_1 (83), xor2_1 (39)"

[floorplan]
fp-utilization = 0.524
fp.dieW_um = 110
core-area_sq_um = 11000
dieArea_sq_um = 12000
num_rows = 38
die_h_um = 110
design.portCount = 3

[critical_path]
max_stage_delay_ns = 0.54
cp_slowest_cell = "or4b_4"
path_delay_family = "simple AND/OR/NAND/NOR gates"
criticalPathCategory = "reg2out"
critical_path_required_ns = 5.68
critPathLaunchType = "flop"
cp_cell_sequence = "inv_1 > ha_1 > or4b_4 > nor3_4 > nand2_2 > or2_2 > clkdlybuf4s50_1"
critPathMaxFanout = 10
cp_num_buf_inv = 2
crit_arrival_ns = 2.93
cp-end-kind = "primary output"

[placed_design]
placed_area_sq_um = 5930
gp_congestion = 0.817
place_hpwl_um = 6100
io_buffers = 1
place_inst = 640

[power]
power.density_nw_per_um2 = 197
power_frac_clock = 0.439
total_power_w = 0.00123
p_sw_w = 0.000231
combPwrFrac = 0
leakage_nw = 2.49
vdd_drop_max_uv = 161
power_frac_seq = 0.561
intPower_w = 0.00100
sw_frac_of_total = 0.187

[route]
antenna_left = 0
drtPass1Iterations = 4
viasPerCell = 5.46
totalWireLength_um = 9500
diodes = 0
vias = 3585
remaining_drc_errors = 0
wire_per_inst_um = 14.5
drt_iter0_drc = 223

[synth]
syn-cell-area_sq_um = 5780
ys_seq_share = 0.559
synth.avg_cell_area_sq_um = 11.3
async_flop_share = 0
flop_cell = "edfxtp_1"
enable_flop_cells = 105
yosys_warnings = 3
synth_cell_types = 51
synth_flops = 109
yosys_cells = 510
yosys-stat-area_sq_um = 5780
syn_inst = 510

[flow_run]
cap_violations = 0
tool_warnings = 36
## flip-flops by register name (all words and copies together) (netlist names), 2 cells and up
register	cells
index	10
pixel.offset	6
px.count	5
px.state	2
px.stored	19
px.tick	32
px.tick_on	32
## through the flow
stage / setup WS [ns] / util
6_report: 2.75 / 0.567
5_1_grt: 2.56 / 0.567
4_1_cts: 2.73 / 0.567
3_5_place_dp: 3.14 / 0.537
3_3_place_gp: 3.21 / 0.537
2_1_floorplan: 3.76 / -
## Yosys cell counts (all sizes together) (5+ instances only)
cell type | instances | area [sq um]
nor3 | 20 | 111
inv | 13 | 48.8
clkbuf | 10 | 38.8
nor4 | 17 | 121
o21ai | 15 | 75.1
nand4b | 5 | 43.8
or4 | 9 | 73.8
nor2 | 83 | 312
and2 | 21 | 131
xor2 | 39 | 342
nand4 | 11 | 68.8
or2 | 6 | 37.5
buf | 7 | 46.3
ha | 18 | 225
or3 | 7 | 46.3
a21oi | 6 | 30.0
nand3 | 13 | 65.1
and3 | 5 | 31.3
nand2 | 21 | 81.3
nand2b | 8 | 50.1
xnor2 | 35 | 307
edfxtp | 105 | 3150
## cell families after synthesis
logic type,Yosys count,share of synthesized area
AND-OR/OR-AND,30,0.0290
XOR/XNOR,74,0.112
adder cells (fa/ha/maj),18,0.0390
buffers and inverters,30,0.0232
flip-flops,109,0.559
multiplexers,2,0.00346
other,1,0.000649
AND/OR/NAND/NOR,246,0.234
## layout make-up
cell class | instances | area share
clock inverters | 7 | 0.0156
repair buffers | 7 | 0.00881
flip-flops and latches | 109 | 0.517
well taps | 140 | 0.0280
multi-input cells | 371 | 0.386
clock buffers | 9 | 0.0360
inverters | 13 | 0.00781
## power by group through the flow
| stage | clock (W) | combinational, W | sequential (W) |
|---|---|---|---|
| 6_report | 0.000541 | 0.00000000886 | 0.000693 |
| 5_1_grt | 0.000583 | 0.0000000699 | 0.000693 |
| 4_1_cts | 0.000557 | 0.0000000116 | 0.000693 |
## worst paths after layout
kind                                    start             to  slack [ns]  cells after the start
worst max-delay path            px.tick_on[0]          PIN_1        2.75                      7
worst min-delay path            px.stored[17]  px.stored[18]        0.53                      1
worst max register to register     px.tick[3]    px.count[2]        3.51                     10
worst min register to register  px.stored[17]  px.stored[18]        0.53                      1
## metal layers
metal  GRT usage  vias to the layer above  wire [um]
met4      0.0210                        0        106
met2       0.277                       59       4130
met3      0.0477                        8        428
met1       0.316                     1695       4840
met5           0                        -          0
li1            -                     1823          -
Power and IR drop assume default switching activity.
